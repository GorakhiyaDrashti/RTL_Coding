[./design.v]
module Sync_FF(
  input wr_rd,
  input [7:0]data_in,
  input reset,
  input clk,
  output reg [7:0]data_out,
  output full, empty);
  reg [7:0]Mem[16];
  reg [3:0]rd_ptr,wr_ptr;
  reg [4:0] count;
  always @(posedge clk or negedge reset) begin
    if(!reset) begin
      for (int i = 0; i < 16; i = i + 1)
        Mem[i] <= 8'b0;
        wr_ptr <= 4'b0;
        rd_ptr <= 4'b0;
        count  <= 0;
        data_out <= 8'b0;
    end
    else begin
      if(wr_rd & !full) begin
        Mem[wr_ptr] <= data_in;
        wr_ptr <= wr_ptr + 1;
        count <= count + 1;
      end
      else if(!wr_rd & !empty) begin
        data_out <= Mem[rd_ptr];
        rd_ptr <= rd_ptr + 1;
        count <= count - 1;
      end
    end
  end
  assign full = (count == 15)?1'b1 : 1'b0;
  assign empty = (count == 0)? 1'b1 : 1'b0;
endmodule
[./run.sh]
#!/bin/bash
# OpenROAD 26Q1-2900-gdf79404cd8, Yosys 0.63+post, stock flow scripts
make -C /OpenROAD-flow-scripts/flow DESIGN_CONFIG=/design/flow/config.mk WORK_HOME=/design/flow/orfs finish
[./config.mk]
export PLATFORM = sky130hd
export DESIGN_NAME = Sync_FF
export DESIGN_NICKNAME = Sync_FF
export VERILOG_FILES = /design/flow/design.v
export SDC_FILE = /design/flow/constraint.sdc
export NUM_CORES = 4
export LEC_CHECK = 1
export CORE_UTILIZATION = 50
[./constraint.sdc]
current_design Sync_FF

set clk_period 3.2
set clk_io_pct 0.2

create_clock -name clk0 -period $clk_period [get_ports {clk}]

set non_clock_inputs [all_inputs -no_clocks]
set_input_delay [expr $clk_period * $clk_io_pct] -clock clk0 $non_clock_inputs
set_output_delay [expr $clk_period * $clk_io_pct] -clock clk0 [all_outputs]
==> results.txt <==
yosys + openroad results -> combinational share of power=36.6%, Hold Crit Class=in -> async, placed instance area=7420 sq um, Finish-stage setup viols=0, RSZ-0062 raised after global routing=no, final-report hold violation count=0, Std-Cell Rows=43, Internal=5.65 mW, CP Class=reg -> out, largest net degree at the start of global routing=79, gp weighted congestion=0.850, Reg power frac=39.5%, worst path required time=2.56 ns, H-tree depth=4, MaxCap Viol Count=0, Overflow after GRT=0, fin crit period=2.66 ns, TritonRoute pass-1 iters=7, vias in the first global route=4749, ys async rst share=100%, Comb area=3140 sq um, CTS tree=done, num ports=21, design area=8030 sq um, Worst Tran Pin Value=0.889 ns, Post-synth EDFFs=0, fin util=58.1%, crit-path cells=or4_1 > nor2_1 > clkdlybuf4s50_1, PostCTS Resize Cnt=0, static leakage=3.46 nW, routed vias/inst=6.17, Main synth FF type=dfrtp_1, Max Fclk=0.377 GHz, Reg clk slew, reported paths=0.06 ns, Clk pwr share=23.9%, post-synth cell types=50, clock sink count=149, Cells after Synth=544, ANT cells=0, yosys cell count=544, Vias=4618, starting DRC count in detailed routing=261, slowest stage delay, CP=0.61 ns, maximum fanout along the worst path=3, DRC=0, clock root cell=clkbuf_16, Tot Pwr=8.63 mW, Tcrit/Tclk final=83.0%, initial antenna violation count=0, worst hold margin=0.253 ns, register area=3730 sq um, sw power=2.98 mW, Area Growth Syn to Fin=13.7%, register share after synthesis=52.8%, layout cells sized above 1=34.3%, Port-buffer cells=20, outcome=finished, final reports clean, CP bufs+invs=1, critical path capture point type=primary output, Chip Width=121 microns, peak supply drop=0.525 mV, # fillers=1103, headroom to the max-slew limit=40.3%, All-Layer GR Usage=27.1%, Post-Syn Area=7070 sq um, Core Footprint=13800 sq um, slowest cell on the critical path=or4_1, Routed wire per std cell=23.1 microns, Setup TNS=0 ns, synth warn=2, worst-skew pair later-pin latency=0.42 ns, Yosys chip area=7070 sq um, TritonCTS buffer count=17, cell family with most CP delay=simple AND/OR/NAND/NOR gates, die area=14600 sq um, Mapped Avg Cell Area=13.0 sq um, Setup Skew=0.00532 ns, # hold bufs at CTS=0, Pre-Place Util=51.1%, global-route wire length before repair=27.7 mm, pwr dens=1070 nW/um^2, DPL Wire Length=10.9 mm, Log Warnings=31, Commonest Layout Cell=dfrtp_1, most frequent cells in the layout=dfrtp_1 (148), mux2_2 (134), nand2_1 (20), clkdlybuf4s50_1 (19), a21oi_1 (18), Die Ht=121 microns, Final Slew Violations=0, clock buffer depth=2, final wirelength=17.3 mm, Post-CTS Repair Setup Buffers=0, Final ANT Viol Nets=0, Net Sw Frac=34.6%, Post-synth regs=149, startpoint types=flip-flop, data arrival time of the critical path=2.02 ns
## state kept, by name (all words and copies together), names as in the netlist
signal,cells
wr_ptr,4
count,5
Mem,128
data_out,8
rd_ptr,4
## worst paths after layout
check | from | endpoint | slack [ns] | depth (start not counted)
worst max-delay path | count[4]$_DFFE_PN0P_ | empty | 0.54 | 3
max in group asynchronous | reset | Mem[9][6]$_DFFE_PN0P_ | 2.08 | 2
worst max register to register | rd_ptr[0]$_DFFE_PN0P_ | data_out[5]$_DFFE_PN0P_ | 0.90 | 6
worst min-delay path | reset | count[0]$_DFFE_PN0P_ | 0.25 | 1
min in group clk0 | Mem[0][6]$_DFFE_PN0P_ | Mem[0][6]$_DFFE_PN0P_ | 0.50 | 1
worst min register to register | Mem[0][6]$_DFFE_PN0P_ | Mem[0][6]$_DFFE_PN0P_ | 0.50 | 1
## cell families (layout without fill, tap and decap cells)
family / count (synthesis) / after routing / share of synthesized area, %
AOI/OAI and AO/OA: 96 / 96 / 10.0
xor gates and xnor gates: 9 / 9 / 1.12
adders and majority gates: 12 / 12 / 2.23
buffers and inverters: 47 / 72 / 2.80
DFF: 149 / 149 / 52.8
muxes: 151 / 151 / 23.9
and+or+nand+nor: 80 / 80 / 7.12
## power groups by stage
stage	Sequential, mW	Clock, mW	Combinational, mW
CTS	3.41	2.10	3.16
global route	3.55	2.18	3.45
finish	3.41	2.06	3.16
## per-stage QoR
stage,instances,worst slack (ns)
2_1_floorplan,544,0.874
3_3_place_gp,717,0.463
3_5_place_dp,717,0.471
4_1_cts,749,0.531
5_1_grt,749,0.475
6_report,749,0.544
## synthesized netlist by cell type, drive strengths merged (2+ instances only)
| cell type | n | area (sq um) |
|---|---|---|
| o21ai | 9 | 48.8 |
| a221oi | 8 | 70.1 |
| a2111oi | 2 | 36.3 |
| nand2b | 2 | 12.5 |
| a31oi | 7 | 43.8 |
| nand2 | 24 | 100 |
| a222oi | 5 | 50.1 |
| and4b | 2 | 20.0 |
| nor4 | 2 | 12.5 |
| ha | 11 | 138 |
| xnor2 | 8 | 70.1 |
| nor2 | 6 | 22.5 |
| a22oi | 12 | 90.1 |
| and4 | 4 | 35.0 |
| buf | 15 | 77.6 |
| inv | 8 | 30.0 |
| mux2i | 16 | 160 |
| nor2b | 2 | 12.5 |
| dfrtp | 149 | 3730 |
| and2 | 4 | 25.0 |
| a21o | 2 | 15.0 |
| nand3 | 11 | 75.1 |
| a41o | 2 | 20.0 |
| mux2 | 134 | 1510 |
| o2bb2ai | 5 | 43.8 |
| nand3b | 18 | 150 |
| a211oi | 11 | 82.6 |
| a21oi | 18 | 90.1 |
| o22ai | 4 | 25.0 |
| a22o | 8 | 70.1 |
| clkbuf | 24 | 90.1 |
## cell type report
type / count / share of cell area, %
inverter: 8 / 0.374
clock inverter: 13 / 2.13
tap: 180 / 2.80
multi-input combinational: 348 / 39.1
sequential: 149 / 46.4
timing repair buffer: 32 / 3.63
clock buffer: 19 / 5.51
## per-layer routing
metal | share of wire, % | global-route usage, %
met2 | 46 | 39.9
met1 | 45 | 43.2
met3 | 6.4 | 7.44
met5 | 0 | 0
met4 | 1.8 | 4.86
Power and IR drop assume default switching activity.
